[design/flow/design.v]
module bin_to_bcd_decoder(
    input [3:0] bin_number,
    output reg [6:0] bcd_number
);
always @(*) begin
    case(bin_number)	
		0: 			bcd_number = 7'b0000001;  
		1: 			bcd_number = 7'b1001111;  
		2: 			bcd_number = 7'b0010010;  
		3: 			bcd_number = 7'b0000110;  
		4: 			bcd_number = 7'b1001100;  
		5: 			bcd_number = 7'b0100100;  
		6: 			bcd_number = 7'b0100000;  
		7: 			bcd_number = 7'b0001111;  
		8: 			bcd_number = 7'b0000000;  
		9: 			bcd_number = 7'b0001100;  
		default: 	bcd_number = 7'b1111111;  
    endcase
end
endmodule
[design/flow/run.sh]
#!/bin/bash
# OpenROAD 26Q1-2900-gdf79404cd8, Yosys 0.63+post, stock flow scripts
make -C /OpenROAD-flow-scripts/flow DESIGN_CONFIG=/design/flow/config.mk WORK_HOME=/design/flow/orfs finish
[design/flow/config.mk]
export PLATFORM = sky130hd
export DESIGN_NAME = bin_to_bcd_decoder
export DESIGN_NICKNAME = bin_to_bcd_decoder
export VERILOG_FILES = /design/flow/design.v
export SDC_FILE = /design/flow/constraint.sdc
export NUM_CORES = 4
export LEC_CHECK = 1
export CORE_AREA = 10 10 70 70
export DIE_AREA = 0 0 80 80
export SYNTH_HDL_FRONTEND = slang
[design/flow/constraint.sdc]
current_design bin_to_bcd_decoder

set clk_period 1.8
set clk_io_pct 0.2

create_clock -name clk0 -period $clk_period

set non_clock_inputs [all_inputs -no_clocks]
set_input_delay [expr $clk_period * $clk_io_pct] -clock clk0 $non_clock_inputs
set_output_delay [expr $clk_period * $clk_io_pct] -clock clk0 [all_outputs]
==> results.txt <==
Purpose: to document the outcome of synthesis and place and route.

STA
The number of setup violations in the final report is 0. Setup repair after global routing left no endpoint under its margin. In the final report, the number of pins over their slew limit comes to 0. Setup total negative slack on the finished layout was measured at 0 ns.

The remaining max-slew budget at the tightest pin is 0.8935. The maximum clock frequency is 570.7 MHz. At the pin with the least slew margin, the transition time is 0.1590 ns. The final timing summary puts the cycle share of the worst path at 0.9735.

The final count of hold timing violations is 0. Subtracting the final worst setup slack from the clock period gives 1.752 ns. The worst hold slack is 1.190 ns.

Synthesis
The post-synthesis cell area is 241.5 um2. The chip area line in the Yosys stat output reads 241.5 um2. For this run, the number of Yosys warnings is 0. Per the Yosys statistics, synthesis produced 34 cells. The gate count of the mapped netlist is 34.

The synthesized netlist contains 14 unique library cells. A synthesized cell averages 7.102 um2. The share of the Yosys chip area taken by registers is 0.

Worst setup path
The slowest stage of the critical path belongs to the cell sky130_fd_sc_hd__clkdlybuf4s50_1. On the worst path, the slowest cell contributes a delay of 0.46 ns. The nature of the critical path startpoint is an input port. The critical path endpoint has a required time of 1.44 ns. The setup path with the least slack is of type in -> out. The maximum fanout along the worst path is 3. Among cell families on the critical path, the largest total delay comes from buffers and inverters. The sort of element at the end of the critical path is an output pin. Per STA, the worst path is made up of buf_2 > inv_2 > ha_4 > nor2_1 > nor2_1 > clkdlybuf4s50_1.

The most frequent cell on the critical path is sky130_fd_sc_hd__nor2_1. The number of buffers and inverters on the critical path is 3. The arrival time reported for the critical path endpoint is 1.39 ns.

Global routing
The number of antenna violations at the first check in global routing is 0. The sum of overflow across all layers after global routing is 0. The first global-routing pass estimated 1331 um of wire. The number of global-route vias before repair was 294. The overall track demand over capacity in global routing is 0.02378.

The largest net degree at the start of global routing is 9.

Power and ir drop
The worst-case IR drop observed on VDD is 0.02477 mV. The ratio of total power to cell area is 202.0 nW/um2. The leakage power of the design is 0.2105 nW.

Placed design
After legalization and detailed placement, the total HPWL measured 582.9 um. The count of buffers added on input and output ports is 11. The final estimated routing congestion in global placement is 0.7271. The cell area after placement is 452.9 um2.

Floorplanning
The total core area is 3416 um2. The die span in y is 80 um. At the floorplan stage, the core utilization is reported as 0.07070.

The placement row count is 21. From left edge to right edge, the die measures 80 um. The chip area is 6400 um2. The top-level port count is 11.

Drt
Per the post-route antenna check, the number of violating nets is 0. The DRC marker count from the first detailed-route iteration is 23. The total met3 wirelength after detailed routing is 48 um. The number of vias after detailed routing is 288. In the routed design, unresolved DRC markers number 0. The detailed router put a total of 374 um of wire on met1. The routed design shows a wire length per standard cell of 8.112 um. The top metal layer carrying routed signals is met3. The wire length recorded after detailed routing is 795 um. The count of antenna diodes in the layout is 0. The number of detailed-route iterations in the first pass is 3. Per the detail_route log, met2 wirelength is 373 um. The routed design shows a via density per instance of 2.939.

Worst hold path
The worst hold path endpoint is bcd_number[6]. For the worst min-delay path, the startpoint reported by OpenROAD is bin_number[2]. The worst hold path was traced through 3 stages. The most critical min-delay path falls under in -> out.

Job
Max-cap violations in this run came to 0. Summing over the stages, the warning tally comes to 36.

Cells and area
The finished cells cover 500.5 um2. The final core utilization is 0.1465. The number of fill cells is 393. The library cells used most frequently in the layout, excluding fill and tap cells, are sky130_fd_sc_hd__buf_4 (7), sky130_fd_sc_hd__o21ai_2 (6), sky130_fd_sc_hd__dlygate4sd2_1 (6).

The number of clock-tree buffers in the layout is 0. The number of sequential cells reported for the layout is 0. The storage element area is 0 um2. The area growth from synthesis to final layout is 107.3%. The top cell type in the final layout, fill and taps aside, is sky130_fd_sc_hd__buf_4. The layout summary lists the proportion of cells stronger than drive strength 1 as 0.5577.

Status
The run finished with clean final reports.

Clocking
After clock tree synthesis, the flow added hold-fix buffers numbering 0.
[area by class of cell]
class	instances	area [um2]	area share
well taps	46	57.56	0.1150
repair buffers	20	163.9	0.3275
inverters	3	11.26	0.02250
multi-input cells	29	267.8	0.5350
[synthesized netlist by cell type]
| cell | n | area share |
|---|---|---|
| sky130_fd_sc_hd__a21oi_1 | 3 | 0.062 |
| sky130_fd_sc_hd__nand2b_2 | 2 | 0.073 |
| sky130_fd_sc_hd__ha_1 | 5 | 0.26 |
| sky130_fd_sc_hd__o21ai_2 | 5 | 0.18 |
| sky130_fd_sc_hd__buf_2 | 1 | 0.021 |
| sky130_fd_sc_hd__nand2_1 | 1 | 0.016 |
| sky130_fd_sc_hd__nor3b_2 | 1 | 0.052 |
| sky130_fd_sc_hd__inv_1 | 3 | 0.047 |
| sky130_fd_sc_hd__buf_6 | 1 | 0.047 |
| sky130_fd_sc_hd__o21ai_1 | 4 | 0.083 |
| sky130_fd_sc_hd__o21ai_0 | 1 | 0.021 |
| sky130_fd_sc_hd__nand2b_1 | 2 | 0.052 |
| sky130_fd_sc_hd__nor2_1 | 4 | 0.062 |
| sky130_fd_sc_hd__nand2_2 | 1 | 0.026 |
[cells by family (layout without fill, tap and decap cells)]
group                      count (synthesis)  in the layout  share of synthesized area
buffers and inverters                      5             23                     0.1140
AOI/OAI and AO/OA                         13             13                     0.3471
adders and majority gates                  5              5                     0.2591
and+or+nand+nor                           11             11                     0.2798
[metrics by stage]
stage               total power [mW]  std cells  worst slack [ns]
finish                        0.1011         98           0.04772
floorplan                    0.03990         34            0.5422
global placement             0.09663         97           -0.4940
global route                  0.1123         98          0.006062
CTS                           0.1040         99           0.01703
detailed placement           0.09707         97           -0.5067
[where the power goes]
part           internal, mW  switching [mW]  leakage [nW]
logic                0.0571          0.0440         0.210
clock network             0               0             0
registers                 0               0             0
total                0.0571          0.0440         0.210
[worst max-delay path by stage]
stage                         start             to  depth (start not counted)
after CTS             bin_number[3]  bcd_number[5]                          6
after global routing  bin_number[1]  bcd_number[5]                          6
final                 bin_number[1]  bcd_number[5]                          6
[metal layers]
layer	global-route usage	vias to the layer above
met4	0	0
met2	0.04414	7
li1	-	151
met5	0	-
met1	0.03032	130
met3	0.002273	0
[what timing repair did]
item                       4_1_cts  5_1_grt
setup endpoints to repair        7        2
gates resized                   34        3
gates cloned                     1        0
setup buffers                    1        0
pin swaps                        5        2
Power and IR drop assume default switching activity.
