## flow/run.sh

```bash
#!/bin/bash
# OpenROAD 26Q1-2900-gdf79404cd8, Yosys 0.63+post, stock flow scripts
make -C /OpenROAD-flow-scripts/flow DESIGN_CONFIG=/design/flow/config.mk WORK_HOME=/design/flow/orfs finish
```

## flow/config.mk

```make
export PLATFORM = sky130hd
export DESIGN_NAME = bin_converter
export DESIGN_NICKNAME = bin_converter
export VERILOG_FILES = /design/flow/design.v
export SDC_FILE = /design/flow/constraint.sdc
export NUM_CORES = 4
export LEC_CHECK = 1
export CORE_UTILIZATION = 40
export SYNTH_HDL_FRONTEND = slang
```

## flow/constraint.sdc

```tcl
current_design bin_converter

set clk_period 18.9
set clk_io_pct 0.2

create_clock -name clk0 -period $clk_period

set non_clock_inputs [all_inputs -no_clocks]
set_input_delay [expr $clk_period * $clk_io_pct] -clock clk0 $non_clock_inputs
set_output_delay [expr $clk_period * $clk_io_pct] -clock clk0 [all_outputs]
```

## flow/design.v

```verilog
module bin_converter (
    input logic [19:0] bin,
    output logic [3:0] bin_units,
    output logic [3:0] bin_tens,
	output logic [3:0] bin_hundreds,
	output logic [3:0] bin_thousands,
	output logic [3:0] bin_ten_thousands,
	output logic [3:0] bin_hundred_thousands 
);
	function logic [15:0] to_decimal;
		 input logic [19:0] binary;
		 to_decimal =   binary[0]  +  2*binary[1]  +  4*binary[2]  + 
                        8*binary[3]  + 16*binary[4]  + 32*binary[5]  + 
                       64*binary[6] + 128*binary[7] + 256*binary[8] + 
                      512*binary[9] + 1024*binary[10] + 2048*binary[11] + 
                     4096*binary[12] + 8192*binary[13] + 16384*binary[14] + 
                    32768*binary[15] + 65536*binary[16] + 131072*binary[17] + 
                   262144*binary[18] + 524288*binary[19];
	endfunction
	logic [15:0] decimal_value;
	logic [3:0] units, tens, hundreds, thousands, ten_thousands, hundred_thousands;
	always_comb begin
		decimal_value = to_decimal(bin);
		units = decimal_value % 10;
		tens = (decimal_value / 10) % 10;
		hundreds = (decimal_value / 100) % 10;
		thousands = (decimal_value / 1000) % 10;
		ten_thousands = (decimal_value / 10000) % 10;
		hundred_thousands = (decimal_value / 100000) % 10;
		bin_units = units;
		bin_tens = tens;
		bin_hundreds = hundreds;
		bin_thousands = thousands;
		bin_ten_thousands = ten_thousands;
		bin_hundred_thousands = hundred_thousands;
	end
endmodule
```

==> results.cfg <==
; flow metrics
[synth]
synth_cell_types = 114
yosys.stat.seqShare = 0
synth.avg_cell_area_um2 = 6.20
yosys.area.top_type_share = 0.0705
synth.top_cells.by_count = nor2_1 (167), nand2_1 (164), a21oi_1 (135)
synthTopCellsByArea = xnor2_1 (7.0%), a21oi_1 (7.0%), nor2_1 (6.5%), nand2_1 (6.3%), o21ai_0 (5.2%)
yosysCellCount = 1565
synthCells = 1565
top_cell = nor2_1
top_area_cell = xnor2_1
yosys_warnings = 0
ys_area_mm2 = 0.00970
synth_area_mm2 = 0.00970

[critical_path]
required_ps = 15120
cp_max_fo = 13
crit_arrival_ps = 14530
endpoint_kind = output port
startpoint_type = primary input
cpMaxStageDelayCell = or4b_1
cpMostUsedCell = buf_4
cp_top_family = simple AND/OR/NAND/NOR gates
criticalPathCategory = primary input to output port
worst-path-buf-inv = 8
crit_start = bin[14]
max_stage_delay_ps = 520

[finish]
logic_area_mm2 = 0.00951
seqCellArea_um2 = 0
area_growth_syn_to_layout_pct = 15.5
drive_gt1_frac = 0.152
clockBufferCount = 0
final_area_mm2 = 0.0112
utilization = 0.474
fillers = 2329
flop-count = 0

[routing]
vias = 12089
wl_per_cell_um = 16.2
antennaDiodeCount = 0
drt-total-wl_um = 30900
vias_per_cell = 6.34
ant_nets = 0
drt_iter0_drc = 1068
dr.pass1.iters = 5
drc = 0

[timing]
grt_setup_unrepaired = yes
period_used_share = 0.969
hold_violations = 0
min_period_ps = 18310
fin_setup_tns_ps = 0
fin_ws_ps = 591
slew_headroom = 0.400
setup_viol = 0
clock.fmax_ghz = 0.0546
worstMarginPinSlew_ps = 885
slew_viol_final = 0

[pwr]
power_density_mw_per_mm2 = 130
vdd_drop_max_mv = 0.127
total_power_mw = 1.46
power_leakage_nw = 3.98

[grt]
antenna_found_initial = 1
grt.overflow.total = 0
grt_pass1_vias = 10072
track_usage = 0.245
grt_max_degree = 39
grt_pass1_wl_um = 50700

[floorplan]
num_rows = 56
chipHeight_um = 158
fp_util = 0.411
core_area_mm2 = 0.0236
dieWidth_um = 158
chipArea_mm2 = 0.0249
pin_count = 44

[place]
gp_congestion = 0.967
placed_area_mm2 = 0.0105
io_buffers = 35
dpl.hpwl_um = 23400
place_ws_ps = -217

[flow_run]
drv_cap = 0
warning_count = 38

[worst_hold_path]
worstHoldStart = bin[0]
hold_path.class = primary input to output port

[run_status]
status = finished clean
-- repair_timing --
item,CTS,global route
gates resized,9,103
setup buffers,0,21
hold buffers,0,0
endpoints found under the setup margin,5,9
pin swaps,2,24
-- placed cells by master, fill, tap and decap left out, types with 9 or more instances in the layout --
cell type	instances
ha_1	13
nand2b_1	22
clkdlybuf4s50_1	34
or2_2	10
mux2i_1	16
or3_1	11
nor3_1	52
xor2_1	19
inv_1	44
nand2_1	161
a211o_1	10
a31oi_1	31
nand4_1	18
a21o_1	14
o21ai_0	96
nand3_1	59
xnor2_1	73
o221ai_1	13
nand3b_1	10
maj3_1	19
buf_4	88
and3_1	22
o21ai_1	16
o31a_1	15
nor2_1	162
a21boi_0	9
a21oi_1	129
o211ai_1	16
a211oi_1	27
o22ai_1	24
and2_1	17
o21a_1	11
o2111ai_1	10
nor4_1	16
o31ai_1	17
-- where the power goes --
group          total [mW]  switching, mW  internal, mW
sequential              0              0             0
combinational        1.46          0.839         0.616
clock                   0              0             0
-- final timing paths --
path,endpoint,slack [ps],cells past startpoint
min,bin_units[0],8420,2
max,bin_tens[2],590,43
-- cells by family (layout without fill, tap and decap cells) --
family | Yosys count | after routing | synth area share
simple gates | 651 | 651 | 0.340
other cells | 1 | 5 | 0.000387
xor+xnor | 98 | 98 | 0.0893
buf+inv | 163 | 182 | 0.0774
fa+ha+maj | 33 | 33 | 0.0375
mux | 26 | 26 | 0.0290
compound gates | 593 | 593 | 0.426
-- final cells by class --
class	count	share of cell area
repair buffers	128	0.0971
well taps	319	0.0356
inverters	54	0.0181
multi-input cells	1406	0.849
-- per-stage QoR --
| step | instances | hold WS (ps) |
|---|---|---|
| global placement | 1886 | 8410 |
| finish | 1907 | 8420 |
| CTS | 1886 | 8420 |
| floorplan | 1569 | 7630 |
| global route | 1907 | 8460 |
| detailed placement | 1886 | 8420 |
-- per-layer routing --
| metal | GRT usage | vias up | part of all wire |
|---|---|---|---|
| li1 | - | 6050 | - |
| met1 | 0.381 | 5568 | 0.49 |
| met5 | 0 | - | 0.00042 |
| met3 | 0.0162 | 27 | 0.070 |
| met2 | 0.375 | 442 | 0.42 |
| met4 | 0.0337 | 2 | 0.016 |
Power and IR drop assume default switching activity.
