===== run.sh =====
#!/bin/bash
# OpenROAD 26Q1-2900-gdf79404cd8, Yosys 0.63+post, stock flow scripts
make -C /OpenROAD-flow-scripts/flow DESIGN_CONFIG=/design/flow/config.mk WORK_HOME=/design/flow/orfs finish

===== design.v =====
module button_debouncer (
  input logic clk,
  input logic reset,
  input logic button_in,
  output logic button_out
);
  typedef enum logic [1:0] {IDLE, PRESSED, WAIT_RELEASE} state_t;
  state_t current_state, next_state;
  logic button_out_next;  
  always_ff @(posedge clk or negedge reset) begin
    if (~reset) begin
      current_state <= IDLE;
      button_out <= 0;  
    end else begin
      current_state <= next_state;
      button_out <= button_out_next;  
    end
  end
  always @(*) begin
    case (current_state)
      IDLE: begin
        if (~button_in) begin  
          next_state = PRESSED;
          button_out_next = 1;  
        end else begin
          button_out_next = 0;
          next_state = IDLE;
        end
      end
      PRESSED: begin
        next_state = WAIT_RELEASE;
        button_out_next = 1;  
      end
      WAIT_RELEASE: begin
        button_out_next = 0;  
        if (button_in) begin  
          next_state = IDLE;
        end else begin
          next_state = WAIT_RELEASE;
        end
      end
      default: begin
        next_state = IDLE;
        button_out_next = 0;  
      end
    endcase
  end
endmodule

===== constraint.sdc =====
current_design button_debouncer

set clk_period 1.6
set clk_io_pct 0.2

create_clock -name clk0 -period $clk_period [get_ports {clk}]

set non_clock_inputs [all_inputs -no_clocks]
set_input_delay [expr $clk_period * $clk_io_pct] -clock clk0 $non_clock_inputs
set_output_delay [expr $clk_period * $clk_io_pct] -clock clk0 [all_outputs]

===== config.mk =====
export PLATFORM = sky130hd
export DESIGN_NAME = button_debouncer
export DESIGN_NICKNAME = button_debouncer
export VERILOG_FILES = /design/flow/design.v
export SDC_FILE = /design/flow/constraint.sdc
export NUM_CORES = 4
export LEC_CHECK = 1
export CORE_AREA = 10 10 70 70
export DIE_AREA = 0 0 80 80
export SYNTH_HDL_FRONTEND = slang

==> reports/qor.csv <==
metric,value,unit
critical_path_class,reg -> out,
post_cts.repair.setup_buffers,0,
relSlewSlack,0.8802,
synth-cells-yosys,10,
cts.sinks,4,
internal-power,225.2,uW
grt_util_all_layers,0.01159,
kind_of_end_point_of_the_critical_path,output pin,
antenna_cells_inserted,0,
cp_max_fanout,1,
clock_path_buffers,2,
power.static_leakage,0.1047,nW
cts-buffers-inserted,3,
log.warning_count,25,
syn_area_per_cell,14.01,um^2
power.switching,60.07,uW
finalCritPeriodShare,0.8507,
routed_wire_length,310,um
synth.yosys.chip_area,140.1,um^2
worst_path_largest_cell_delay,490,ps
timing.rr.start,current_state[0]$_DFF_PN1_,
drive_gt1_frac,0.2941,
netSwitchingFraction,0.2106,
chipHeight,80,um
detail-route-antenna-nets,0,
power_per_cell_area,1123,nW/um^2
critical_path_depth,1,
globalRouteOverflowTotal,0,
gp_congestion,0.6189,
timing.final.hold_violations,0,
maxCapViolations,0,
crit_path_time_final,1361,ps
worst_slew_pin_slew,179.2,ps
sequential_cell_area,101.3,um^2
tns,0,ps
worst_setup_path_start_kind,flip-flop,
antenna_found_initial,0,
io_buffers,3,
worst_r2r_endpoint,button_out$_DFF_PN0_,
post_cts_hold_buffer_count,0,
critical_path_arrival,1040,ps
synth_to_layout_area_growth,81.25,%
setup_violations,0,
cts_resized,0,
synth-seq-cells,4,
clock_pin_slew_of_the_registers_on_the_worst_case_setup_and_hold_paths,40,ps
grt_setup_unrepaired,no,
rows,21,
path_buffers,1,
hold_class,in -> async,
power_frac_seq,0.419,
r2r_slack,780,ps
status,"finished, final reports clean",
fp.coreArea,3416,um^2
floorplan.die.width,80,um
vias,93,
htreeDepth,1,
detailedRoute.firstIterationViolations,5,
synth-warning-count,0,
vias_per_cell,1.476,
pwr-share-clk,0.487,
drc,0,
vdd.ir_drop.worst,0.0004317,V
n_fill_cell,412,
initial_utilization,0.04103,
grt_pass1_wl,565,um
critPathTopFamily,buffers and inverters,
finalMaxSlewViolations,0,
cts_tree,built,
avgRoutedWirePerCell,4.921,um
seq_area_frac_synth,0.7232,
floorplan.die_area,6400,um^2
largest_net_degree_at_the_start_of_global_routing,5,
max_freq,734.7,MHz
final-comb-area,35.03,um^2
worst_ep_required_time,1280,ps
syn-instance-count,10,
grt_pass1_vias,130,
reg2regPathDepth,2,
post-route-util,0.07436,
drtPass1Iterations,4,
syn-cell-area,140.1,um^2
worst_clock_skew,6.444,ps
synth_cell_type_count,7,
cp_slowest_cell,sky130_fd_sc_hd__clkdlybuf4s50_1,
ctsRootBufferMaster,sky130_fd_sc_hd__clkbuf_4,
critical_path.cell_chain,clkdlybuf4s50_1,
top_level_port_count,4,
comb_power_share,0.095,
worstSkewPairLatency,240,ps
==> synthesized netlist by cell type <==
cell type	number	area share
sky130_fd_sc_hd__a21o_1	1	0.054
sky130_fd_sc_hd__dfrtp_1	3	0.54
sky130_fd_sc_hd__dfstp_2	1	0.19
sky130_fd_sc_hd__inv_1	1	0.027
sky130_fd_sc_hd__nor2_1	2	0.054
sky130_fd_sc_hd__nor2b_4	1	0.098
sky130_fd_sc_hd__or2_1	1	0.045
==> layout make-up <==
cell class / instances / area share
clock buffer: 4 / 0.1034
inverter: 1 / 0.01478
multi-input combinational: 5 / 0.1379
sequential: 4 / 0.3990
tap: 46 / 0.2266
timing repair buffer: 3 / 0.1182
==> kinds of logic (layout without fill, tap and decap cells) <==
kind of cell,after synthesis,after routing,synth area share
AND/OR/NAND/NOR,4,4,0.1965
buffers and inverters,1,8,0.02676
AND-OR/OR-AND,1,1,0.05359
flip-flops,4,4,0.7232
==> power by group through the flow <==
stage	sequential, mW	clock (mW)	combinational, mW
finish	0.119	0.139	0.0270
global route	0.121	0.156	0.0301
CTS	0.120	0.145	0.0275
==> how the worst max path moves through the flow <==
stage,from,to,slack [ps]
4_1_cts,button_out$_DFF_PN0_,button_out,230
5_1_grt,button_out$_DFF_PN0_,button_out,200
6_report,button_out$_DFF_PN0_,button_out,240
==> state kept, by name, summed over array words and instances (netlist names) <==
signal and cells:
button_out 1, current_state 3
==> cells in the final DEF, fill, tap and decap left out <==
master	n
sky130_fd_sc_hd__dfstp_2	1
sky130_fd_sc_hd__clkbuf_4	3
sky130_fd_sc_hd__nor2_1	2
sky130_fd_sc_hd__dfrtp_1	3
sky130_fd_sc_hd__clkdlybuf4s50_1	3
sky130_fd_sc_hd__inv_1	1
sky130_fd_sc_hd__nor2b_4	1
sky130_fd_sc_hd__a21o_1	1
sky130_fd_sc_hd__or2_1	1
sky130_fd_sc_hd__clkbuf_1	1
==> through the flow <==
stage          setup WS, ps  cells  cell area, um^2  power (mW)  hold WS [ps]
2_1_floorplan         828.5     10            140.1      0.1296         24.41
3_3_place_gp          391.6     59            227.7      0.1449         429.3
3_5_place_dp          378.1     59            227.7      0.1481         443.3
4_1_cts               226.7     63            254.0      0.2918         277.2
5_1_grt               203.2     63            254.0      0.3069         278.0
6_report              238.8     63            254.0      0.2853         280.1
==> per-layer routing <==
| metal | global-route usage | up-vias | share of wire | routed length [um] |
|---|---|---|---|---|
| li1 | - | 46 | - | - |
| met1 | 0.01601 | 40 | 0.62 | 193 |
| met2 | 0.01124 | 7 | 0.26 | 81 |
| met3 | 0.01136 | 0 | 0.12 | 36 |
| met4 | 0.003521 | 0 | 0 | 0 |
| met5 | 0 | - | 0 | 0 |
Power figures rest on the tool's default switching activity, not on a simulated workload.
